==> flow/config.mk <==
export PLATFORM = sky130hd
export DESIGN_NAME = lab3_ex11
export DESIGN_NICKNAME = lab3_ex11
export VERILOG_FILES = /design/flow/design.v
export SDC_FILE = /design/flow/constraint.sdc
export NUM_CORES = 4
export LEC_CHECK = 1
export CORE_AREA = 10 10 70 70
export DIE_AREA = 0 0 80 80
==> flow/constraint.sdc <==
current_design lab3_ex11

set clk_period 3.2
set clk_io_pct 0.2

create_clock -name clk0 -period $clk_period [get_ports {SW}]

set non_clock_inputs [all_inputs -no_clocks]
set_input_delay [expr $clk_period * $clk_io_pct] -clock clk0 $non_clock_inputs
set_output_delay [expr $clk_period * $clk_io_pct] -clock clk0 [all_outputs]
==> flow/design.v <==
module lab3_ex11(SW,LEDR,LEDG);
	input [17:0] SW;
	output [17:0] LEDR;
	output [7:0] LEDG;
	assign LEDR=SW;
	parameter N = 4;
	synchronous_counter DUT(.clk(SW[2]),.rst(SW[1]),.up_down(SW[0]),.cnt(LEDG[N-1:0]));
	defparam DUT.N=N;
endmodule
module synchronous_counter(clk, rst, up_down, cnt);
  parameter N = 4;
  input clk, rst;
  input up_down;
  output reg [N-1:0] cnt;
  always @(posedge clk) begin
    if (rst) begin
      cnt <= {N{1'b0}};
    end
    else begin
      if (up_down && cnt < {N{1'b1}}) begin
        cnt <= cnt + 1'b1;
      end
      else if (!up_down && cnt > 0) begin
        cnt <= cnt - 1'b1;
      end
    end
  end
endmodule
==> flow/run.sh <==
#!/bin/bash
# OpenROAD 26Q1-2900-gdf79404cd8, Yosys 0.63+post, stock flow scripts
make -C /OpenROAD-flow-scripts/flow DESIGN_CONFIG=/design/flow/config.mk WORK_HOME=/design/flow/orfs finish
==> out/results.txt <==
Worst-Skew Late Latency -> 0.32 ns
CP Cell Sequence -> clkbuf_4 -> clkbuf_4 -> or2b_1 -> clkbuf_4 -> clkbuf_4 -> ha_1 -> a21oi_1 -> clkbuf_4 -> clkbuf_4 -> a211oi_1 -> nor4_2
core box area -> 3420 µm²
Placed Cells -> 89
CP max stage cell -> ha_1
cts repair resizes -> 0
vias in the first global route -> 763
non-filler cells, final -> 119
Clk pin slew, worst setup/hold paths -> 0.03 ns
status -> finished clean
number of flip-flops in the largest register -> 4
Min Hold Slack -> 0.00615 ns
Crit path max-delay family -> buffers and inverters
Die H -> 80 µm
GR Overflow Total -> 0
Routed WL per cell -> 12.5 µm
DR vias/cell -> 3.95
first-pass GRT wire length -> 2.35 mm
Post-synth top flop -> dfxtp_1
Commonest Layout Cell -> clkbuf_4
FP Rows -> 21
crit-path max cell delay -> 0.26 ns
tool warning count -> 146
Top cell by count, worst path -> clkbuf_4
Comb power frac -> 0
WL final -> 1.48 mm
Final Hold Vio Count -> 0
Largest Register -> DUT.cnt
Yosys reg bits -> 4
Final Util -> 0.190
crit path DAT -> 3.22 ns
initial antenna violation count -> 0
Mapped Area -> 455 µm²
Pleak -> 0.292 nW
final slew viol count -> 0
hold_buf cts -> 0
Yosys warning count -> 5
Setup Skew -> 0 ns
P&R area growth vs syn -> 42.3%
EDFF count, synth -> 0
CP endpoint kind -> register
Yosys Chip Area -> 455 µm²
ANT cells -> 0
Seq share, synth -> 0.176
distinct lib cells -> 21
Final TNS setup -> 0 ns
share of layout cells above drive strength 1 -> 0.438
Sw Ratio -> 0.341
Pint -> 0.606 mW
RSZ-0062 raised after global routing -> false
Final Instance Area -> 648 µm²
Max Cap Viol -> 0
ys async rst share -> 0
IO Port Bufs -> 7
Floorplan Utilization -> 0.133
biggest regs -> DUT.cnt x4
full die area -> 6400 µm²
CTS tree -> built
Clock power frac -> 0.939
Die Wd -> 80 µm
Pwr Density -> 1420 nW/µm²
min-delay worst type -> clk2reg
Crit Path Class -> clk2reg
global-route usage over all layers -> 0.0485
Avg Inst Size Synth -> 8.28 µm²
DR DRC count -> 0
Cells after Synth -> 55
RePlAce Congestion -> 0.837
VDD IR max -> 0.000594 V
# fillers -> 388
Setup-failing EPs final -> 0
CP bufs+invs -> 6
Routed Antenna Nets -> 0
CP max FO -> 5
drt pass-1 iters -> 4
Detail Placement HPWL -> 754 µm
setup bufs post-CTS -> 0
sequential power share -> 0.061
Placed Area -> 429 µm²
ys cells -> 55
Sw Pwr -> 0.314 mW
Ports -> 44
Critical Path Source Type -> clock port
dominant logic cell types in the final layout -> 24 x clkbuf_4, 7 x clkdlybuf4s50_1, 5 x o21ai_0
initial detailed-routing violation count -> 18
data required time of the worst path -> 3.43 ns
largest net degree at the start of global routing -> 9
Via Count -> 470
==> worst reg2reg max path, cell delays in order (launching register included) <==
cell,delay (ns)
dfxtp_1,0.37
and4_2,0.30
or2b_1,0.22
clkbuf_4,0.14
clkbuf_4,0.14
ha_1,0.34
a21oi_1,0.08
clkbuf_4,0.15
clkbuf_4,0.13
a211oi_1,0.28
nor4_2,0.08
==> area by class of cell <==
| type | instances | area (µm²) | share of cell area |
|---|---|---|---|
| multi-input combinational | 31 | 218 | 0.336 |
| clock buffer | 29 | 218 | 0.336 |
| sequential | 4 | 80.1 | 0.124 |
| tap | 46 | 57.6 | 0.0888 |
| timing repair buffer | 4 | 40.0 | 0.0618 |
| clock inverter | 4 | 31.3 | 0.0483 |
| inverter | 1 | 3.75 | 0.00579 |
==> Yosys cell counts, drive strengths merged (2+ instances only) <==
cell type	number	area [µm²]
nor2b	2	12.5
o21ai	5	25.0
dfxtp	4	80.1
ha	2	25.0
nand2	2	7.51
buf	22	165
a21oi	4	20.0
==> layer usage <==
layer	GRT usage	wire (µm)	vias up
met3	0.0898	252	23
met4	0.109	146	0
met2	0.0305	619	41
met1	0.0201	464	210
li1	-	-	196
met5	0	0	-
==> final timing paths <==
path | start | to | slack (ns) | cells after the start
worst min register to register | DUT.cnt[1] | DUT.cnt[0] | 0.60 | 2
worst max-delay path | SW[0] | DUT.cnt[3] | 0.20 | 11
worst max register to register | DUT.cnt[3] | DUT.cnt[3] | 0.85 | 10
worst min-delay path | SW[1] | DUT.cnt[0] | 0.006 | 3
==> through the flow <==
| stage | power [mW] | worst slack (ns) |
|---|---|---|
| final | 0.920 | 0.203 |
| after global placement | 0.316 | 0.579 |
| after detailed placement | 0.316 | 0.579 |
| after CTS | 1.00 | 0.160 |
| after floorplan | 0.525 | 0.579 |
| after global routing | 1.06 | 0.0821 |
==> power by group through the flow <==
stage	combinational [mW]	clock, mW	sequential [mW]
after CTS	0.000417	0.945	0.0560
after global routing	0.000512	1.00	0.0560
final	0.000251	0.863	0.0561
==> kinds of logic (layout without fill, tap and decap cells) <==
group           after synthesis  after routing  share of synthesized area
buf+inv                      23             38                      0.371
other cells                   1              4                    0.00823
fa+ha+maj                     3              3                     0.0989
flops                         4              4                      0.176
compound gates               12             12                      0.151
xor+xnor                      1              1                     0.0192
simple gates                 11             11                      0.176
Power and IR drop assume default switching activity.
