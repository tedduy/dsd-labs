## flow/config.mk

```make
export PLATFORM = sky130hd
export DESIGN_NAME = lab3_ex10
export DESIGN_NICKNAME = lab3_ex10
export VERILOG_FILES = /design/flow/design.v
export SDC_FILE = /design/flow/constraint.sdc
export NUM_CORES = 4
export LEC_CHECK = 1
export CORE_AREA = 10 10 70 70
export DIE_AREA = 0 0 80 80
```

## flow/constraint.sdc

```tcl
current_design lab3_ex10

set clk_period 2.4
set clk_io_pct 0.2

create_clock -name clk0 -period $clk_period [get_ports {SW}]

set non_clock_inputs [all_inputs -no_clocks]
set_input_delay [expr $clk_period * $clk_io_pct] -clock clk0 $non_clock_inputs
set_output_delay [expr $clk_period * $clk_io_pct] -clock clk0 [all_outputs]
```

## flow/design.v

```verilog
module lab3_ex10(SW,LEDR,LEDG);
	input [17:0] SW;
	output [17:0] LEDR;
	output [7:0] LEDG;
	assign LEDR=SW;
	parameter N = 4;
	asynchronous_counter DUT(.clk(SW[2]),.rst(SW[1]),.up_down(SW[0]),.cnt(LEDG[N-1:0]));
	defparam DUT.N=N;
endmodule
module asynchronous_counter #(parameter N = 4) (
  input clk,            
  input rst,            
  input up_down,        
  output reg [N-1:0] cnt 
);
  always @(posedge clk or posedge rst) begin
    if (rst) begin
      cnt <= {N{1'b0}};
    end
    else begin
      if (up_down && cnt < {N{1'b1}}) begin
        cnt <= cnt + 1'b1;
      end
      else if (!up_down && cnt > 0) begin
        cnt <= cnt - 1'b1;
      end
    end
  end
endmodule
```

## flow/run.sh

```bash
#!/bin/bash
# OpenROAD 26Q1-2900-gdf79404cd8, Yosys 0.63+post, stock flow scripts
make -C /OpenROAD-flow-scripts/flow DESIGN_CONFIG=/design/flow/config.mk WORK_HOME=/design/flow/orfs finish
```

==> results.txt <==
Core Region - 3420 um2
drt wl/cell - 11.7 um
filler instances - 361
Tot GR Track Use - 0.0541
Post-CTS Hold Buffers - 0
IO buf count - 7
Insertion Delay late pin - 320 ps
VDD IR-drop max - 0.482 mV
synthesized area - 469 um2
Min-Delay Path Depth - 4
setup slack, reg-to-reg - 380 ps
WS Path Type - clock port to output port
die area - 6400 um2
Initial Util - 0.137
placed cells - 91
first-pass GRT wire length - 2.53 mm
required time worst endpoint - 1920 ps
share of layout cells above drive strength 1 - 0.435
Synth cell types - 22
antenna violations before repair - 0
vias - 515
Worst Path Max Fanout - 4
Reg clk slew, reported paths - 30 ps
ANT cells - 0
vias in the first global route - 837
TNS Setup - 0 ps
Synth Seq Share - 0.213
Flops after synth - 4
drc violations - 0
synth warn - 5
1st-iter DRT viols - 128
Layout area overhead - 62.4%
unrepaired setup endpoints after global routing - no
Crit. End Element - output port
hold_ws - 142 ps
syn avg cell area - 8.23 um2
Final Hold Fails - 0
final std cells w/o fill - 131
max reg flops - 4
Die W - 80 um
FF-to-FF path depth - 9
Chip Height - 80 um
GP Congestion - 0.700
CP arrival - 1860 ps
largest net degree at the start of global routing - 10
status - complete, no violations
chip area line of the yosys report - 469 um2
num ports - 44
Largest regs - DUT.cnt: 4 flops
Via density - 3.93
largest cells by area after synthesis - buf_4 35%, dfrtp_1 21%, ha_1 5.3%, fa_1 4.3%, a21oi_1 3.2%
post-detail-place hpwl - 696 um
total grt overflow - 0
wirelength, routed - 1.54 mm
# setup viols final - 0
worst hold path class - clock port to flip-flop
Startpoint Class - clock port
max_cap viols - 0
ys cells - 57
Site Rows - 21
post-route antenna net violation count - 0
final worst setup slack - 64.0 ps
synthesized netlist cell count - 57
Log Warnings - 160
Leak - 0.360 nW
Max-area cell share - 0.352
Final Core Density - 0.223
Max Slew Vio Count - 0
Post-CTS Setup Inserts - 0
largest area contributor in the netlist - buf_4
CTS tree - built
Placement Setup Slack - 262 ps
Final Skew - 0 ps
PD cells - 2000 nW/um2
drt first pass iters - 6
register with the most flip-flops - DUT.cnt
==> path summary, 6_finish.rpt <==
kind                            start          to
setup reg to reg           DUT.cnt[0]  DUT.cnt[2]
hold reg to reg            DUT.cnt[0]  DUT.cnt[0]
hold / removal                  SW[0]  DUT.cnt[3]
min in group asynchronous       SW[1]  DUT.cnt[3]
max in group asynchronous       SW[1]  DUT.cnt[0]
setup / recovery                SW[0]     LEDR[0]
==> routing by layer <==
| metal | vias up | wire length (um) | track usage |
|---|---|---|---|
| li1 | 214 | - | - |
| met1 | 218 | 494 | 0.0242 |
| met2 | 62 | 562 | 0.0281 |
| met3 | 21 | 371 | 0.122 |
| met4 | 0 | 109 | 0.0951 |
| met5 | - | 0 | 0.00833 |
==> per-stage QoR <==
step                instance area [um2]  power, mW
global route                        762       1.75
CTS                                 762       1.63
finish                              762       1.53
detailed placement                  443      0.453
floorplan                           480      0.731
global placement                    443      0.453
==> cells in the mapped netlist <==
master and n:
xor2_1 1, dfrtp_1 4, nand2b_1 2, nor2_1 2, a21o_1 1, a21oi_1 3
inv_1 2, nor3b_1 1, nand3b_1 1, a32oi_1 1, o21ai_0 3, nand4_1 1
or3_4 1, fa_1 1, o21ai_1 2, buf_4 22, conb_1 1, ha_1 2
a21oi_2 1, nand2_1 3, nor3_1 1, nand3_1 1
==> logic make-up after synthesis <==
kind of cell             share of synthesized area
other                                      0.00799
buffers and inverters                        0.368
XOR/XNOR                                    0.0187
AND-OR/OR-AND                                0.139
AND/OR/NAND/NOR                              0.157
flip-flops                                   0.213
adder cells (fa/ha/maj)                     0.0960
==> critical path, stage by stage <==
cell and delay (ps):
clkbuf_4 110, clkbuf_4 140, clkdlybuf4s50_1 400
==> what timing repair did <==
| action | in CTS | in global routing |
|---|---|---|
| hold endpoints to repair | 0 | 0 |
| pin swaps | 1 | 0 |
| endpoints found under the setup margin | 2 | 1 |
| resized | 3 | 1 |
==> where the power goes <==
| group | internal [mW] | switching [mW] | leakage, nW |
|---|---|---|---|
| Clock | 0.957 | 0.495 | 0.276 |
| Combinational | 0 | 0.000419 | 0.0273 |
| Sequential | 0.0749 | 0 | 0.0572 |
==> cell usage in the layout, fill, tap and decap left out <==
master	instances
clkbuf_16	1
xor2_1	1
a21oi_2	1
ha_1	1
dfrtp_1	4
inv_1	5
nand4_1	1
conb_1	4
o21ai_0	2
o21ai_1	3
a32oi_1	1
nor3b_1	1
a21o_1	1
clkbuf_1	3
bufinv_8	1
clkbuf_4	29
fa_1	1
or3_4	1
nand3_1	1
a21oi_1	3
nor2_1	2
inv_2	1
ha_4	1
nand2_2	1
nand3b_1	1
clkinv_1	1
nor3_1	1
nand2_1	2
clkbuf_8	1
clkdlybuf4s50_1	7
nand2b_1	2
==> layout make-up <==
cell class	instances	area, um2	area share
sequential	4	100	0.131
tap	46	57.6	0.0755
timing repair buffer	4	40.0	0.0525
clock buffer	37	298	0.391
inverter	1	3.75	0.00493
multi-input combinational	32	223	0.292
clock inverter	7	40.0	0.0525
Power figures rest on the tool's default switching activity, not on a simulated workload.
