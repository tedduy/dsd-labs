--- /design/flow/config.mk ---
export PLATFORM = sky130hd
export DESIGN_NAME = lab2_ex8
export DESIGN_NICKNAME = lab2_ex8
export VERILOG_FILES = /design/flow/design.v
export SDC_FILE = /design/flow/constraint.sdc
export NUM_CORES = 4
export LEC_CHECK = 1
export CORE_AREA = 10 10 70 70
export DIE_AREA = 0 0 80 80
--- /design/flow/constraint.sdc ---
current_design lab2_ex8

set clk_period 1.9
set clk_io_pct 0.2

create_clock -name clk0 -period $clk_period

set non_clock_inputs [all_inputs -no_clocks]
set_input_delay [expr $clk_period * $clk_io_pct] -clock clk0 $non_clock_inputs
set_output_delay [expr $clk_period * $clk_io_pct] -clock clk0 [all_outputs]
--- /design/flow/design.v ---
module lab2_ex8(
    input [17:0] SW,
    output [17:0] LEDR,
    output [7:0] LEDG
);
    assign LEDR = SW;
    parameter N = 8;
    compNbit DUT (
        .A(SW[N-1:0]),
        .B(SW[N*2-1:N]),
        .eq(LEDG[0]),
        .gt(LEDG[1]),
        .lt(LEDG[2])
    );
    defparam DUT.N = N;
endmodule
module compNbit #(
    parameter N = 8
)(
    input [N-1:0] A,
    input [N-1:0] B,
    output eq,
    output gt,
    output lt
);
    assign eq = (A == B);
    assign gt = (A > B);
    assign lt = (A < B);
endmodule
--- /design/flow/run.sh ---
#!/bin/bash
# OpenROAD 26Q1-2900-gdf79404cd8, Yosys 0.63+post, stock flow scripts
make -C /OpenROAD-flow-scripts/flow DESIGN_CONFIG=/design/flow/config.mk WORK_HOME=/design/flow/orfs finish
==> summary.json <==
{
  "chip_area": {"value": 6400, "unit": "sq um"},
  "setup.worst_path.class": {"value": "in2out"},
  "final_critical_path_setup_slack": {"value": 0.0714, "unit": "ns"},
  "required": {"value": 1.52, "unit": "ns"},
  "globalRoute.totalOverflow": {"value": 0},
  "syn_avg_cell_area": {"value": 7.57, "unit": "sq um"},
  "power.combinational.fraction": {"value": 1.000},
  "setup-violations-final": {"value": 0},
  "gpl.final_weighted_congestion": {"value": 0.672},
  "first_pass_iters": {"value": 2},
  "power.share.clock": {"value": 0},
  "status": {"value": "finished, final reports clean"},
  "num_rows": {"value": 21},
  "seq_power_share": {"value": 0},
  "drive_above_1_share": {"value": 0.414},
  "sw_frac_of_total": {"value": 0.369},
  "grt.total_usage": {"value": 0.0335},
  "arrival": {"value": 1.45, "unit": "ns"},
  "power_report.internal_total": {"value": 0.0970, "unit": "mW"},
  "grt.met1_usage": {"value": 0.0402},
  "hold_path.class": {"value": "in2out"},
  "dieWidth": {"value": 80, "unit": "um"},
  "io-pin-count": {"value": 44},
  "synthToLayoutAreaGrowth": {"value": 79.1, "unit": "%"},
  "numPortBuffers": {"value": 35},
  "core_area": {"value": 3420, "unit": "sq um"},
  "core_util_floorplan": {"value": 0.124},
  "max_stage_delay": {"value": 0.25, "unit": "ns"},
  "antenna_found_initial": {"value": 0},
  "min_period": {"value": 1.83, "unit": "ns"},
  "synth_cell_types": {"value": 14},
  "wl_per_cell": {"value": 10.8, "unit": "um"},
  "dieHeight": {"value": 80, "unit": "um"},
  "nClkBuffers": {"value": 0},
  "warning_count": {"value": 32},
  "grtUsageMet3": {"value": 0.0114},
  "route.antenna.remaining_nets": {"value": 0},
  "placement.setup.worst_slack": {"value": -0.688, "unit": "ns"},
  "vias_per_cell": {"value": 2.96},
  "flops": {"value": 0},
  "postSynthCellCount": {"value": 56},
  "layout.area.seq": {"value": 0, "unit": "sq um"},
  "p_per_area": {"value": 202, "unit": "nW/um^2"},
  "postRouteWirelength": {"value": 1260, "unit": "um"},
  "finalHoldViolations": {"value": 0},
  "grt_first_pass_wirelength": {"value": 1770, "unit": "um"},
  "grt_start_max_net_pins": {"value": 4},
  "net-switching-power": {"value": 0.0568, "unit": "mW"},
  "detailedPlacementHpwl": {"value": 1130, "unit": "um"},
  "min_period_over_period": {"value": 0.962},
  "met2_grt_util": {"value": 0.0594},
  "maxCapViolations": {"value": 0},
  "yosys.stat.seqShare": {"value": 0},
  "fmax": {"value": 547, "unit": "MHz"},
  "syn_area": {"value": 424, "unit": "sq um"},
  "remaining_drc_errors": {"value": 0},
  "drv_slew": {"value": 0},
  "dr_total_vias": {"value": 343},
  "vdd_drop_max": {"value": 0.0510, "unit": "mV"},
  "dr.first_iter.drc_count": {"value": 1},
  "ctsHoldBuffers": {"value": 0},
  "critPathMaxFanout": {"value": 2},
  "total_leakage_power": {"value": 0.315, "unit": "nW"},
  "ordered_list_of_cells_on_the_worst_path": {"value": "clkdlybuf4s15_2 -> inv_2 -> ha_4 -> nor2b_4 -> o211ai_2 -> a21oi_2 -> o21ba_1 -> buf_2"},
  "first_global_vias": {"value": 373},
  "route.antenna.diode_count": {"value": 0},
  "critPathLaunchType": {"value": "input pin"},
  "gr-max-usage-layer": {"value": "met2"},
  "ys_chip_area": {"value": 424, "unit": "sq um"},
  "timing.critical_path.slowest_stage_cell": {"value": "sky130_fd_sc_hd__ha_4"},
  "grt_setup_unrepaired": {"value": "no"},
  "ys_cells": {"value": 56},
  "synthesis.yosys.warnings": {"value": 5},
  "finalNonFillerCells": {"value": 116},
  "critical_path_endpoint_category": {"value": "primary output"},
  "post-place-cells": {"value": 116}
}
[logic make-up after synthesis]
kind of cell,Yosys count,synth area share
AND-OR/OR-AND,7,0.121
AND/OR/NAND/NOR,6,0.103
adder cells (fa/ha/maj),8,0.236
other,1,0.00884
buffers and inverters,34,0.531
[path summary, 6_finish.rpt]
check,to,cells after the start,start
worst min-delay path,LEDR[16],0,SW[16]
worst max-delay path,LEDG[1],8,SW[9]
[cell type report]
type | count | area, sq um
repair buffers | 36 | 332
fillers | 389 | 2660
multi-input cells | 26 | 340
well taps | 46 | 57.6
inverters | 8 | 30.0
[synth_stat cells (all sizes together)]
cell type / n / area [sq um]
inv: 8 / 30.0
a21oi: 4 / 23.8
o21ai: 1 / 5.00
nor2b: 1 / 13.8
buf: 26 / 195
nand2: 1 / 3.75
nand4: 2 / 18.8
conb: 1 / 3.75
o211ai: 1 / 12.5
ha: 8 / 100
nor2: 2 / 7.51
o21ba: 1 / 10.0
[cells in the final DEF, fill, tap and decap left out, types with 2 or more instances in the layout]
cell type and instances:
sky130_fd_sc_hd__clkdlybuf4s50_1 16, sky130_fd_sc_hd__conb_1 5, sky130_fd_sc_hd__inv_2 7, sky130_fd_sc_hd__a21oi_2 4, sky130_fd_sc_hd__ha_4 8, sky130_fd_sc_hd__dlygate4sd2_1 15
sky130_fd_sc_hd__clkdlybuf4s15_2 2
[per-stage QoR]
step	hold WS (ns)	instance area [sq um]	power, mW	TNS (ns)	util
final	0.760	759	0.154	0	0.222
after global routing	0.760	759	0.171	0	0.222
after CTS	0.760	764	0.159	0	0.224
after detailed placement	0.760	659	0.133	-1.81	0.193
after global placement	0.760	659	0.134	-1.79	0.193
after floorplan	0.826	439	0.0767	0	-
[power groups by stage]
stage	Combinational [mW]	Sequential [mW]	Clock, mW
finish	0.154	0	0
CTS	0.159	0	0
global route	0.171	0	0
[worst max-delay path: cells and delay by family]
family / cells / cell delay, ns
buf+inv: 3 / 0.33
compound gates: 3 / 0.36
fa+ha+maj: 1 / 0.25
simple gates: 1 / 0.13
[per-layer routing]
layer	wire length (um)	up-vias
li1	-	182
met1	498	143
met2	597	18
met3	161	0
met4	0	0
met5	0	-
[repair_timing]
action	CTS	global route
setup buffers	0	0
pin swaps	6	1
endpoints found under the setup margin	3	1
resized	50	1
Power figures rest on the tool's default switching activity, not on a simulated workload.
